`./design.v`:
```
module FullLock(combo, Clock, Resetn, enter, change, disp);
	input [3:0] combo;
	input Clock, Resetn, enter, change;
	output [0:6] disp;
	wire [3:0] combo_wire;
	wire [3:0] stored_combo;
	wire isCombo;
	wire enter_cond;
	wire change_cond;
	wire set;
	wire [2:0] y;
	register input_combo (combo, Clock, Resetn, combo_wire);
	combStoreReg actual_combo (combo_wire, set, Resetn, stored_combo);
	compare check_combo (combo_wire, stored_combo, isCombo);
	input_conditioning e (Clock, enter, Resetn, enter_cond);
	input_conditioning c (Clock, change, Resetn, change_cond);
	comboLock lock (enter_cond, change_cond, isCombo, Clock, Resetn, y, set);
	display hexdisp (y, disp);
endmodule
module combStoreReg(x, set, Resetn, Y);
	input [3:0] x;
	input set, Resetn;
	output reg [3:0] Y;
	always@(posedge set, negedge Resetn)
	begin
		if (Resetn == 0)
			Y <= 4'b0110;
		else
			Y <= x;
	end
endmodule
module comboLock(enter, change, isCombo, Clock, Resetn, y, set);
	input enter, change, isCombo, Clock, Resetn;
	output [2:0] y;
	output set;
	reg[2:0] w, W;
	parameter A = 3'b000, B = 3'b001, C = 3'b010, D = 3'b011, E = 3'b100, F = 3'b101;
	always @ (enter, change, isCombo, w)
	begin 
		case (w)
			A: if (change & isCombo) W = E;
				else if ((enter | change) & ~isCombo ) W = C;
				else if (enter & isCombo) W = B;
				else W = A;
			B: if (enter) W = A;
				else W = B;
			C: if (change & isCombo) W = E;
				else if ((enter | change) & ~isCombo) W = D;
				else if (enter & isCombo) W = B;
				else W = C;
			D: W = D;
			E: if (enter | change) W = F;
				else W = E;
			F: W = A;
			default: W = 3'bxxx;
		endcase
	end 
	always @ (posedge Clock, negedge Resetn)
	begin 
		if (Resetn == 0)
			w <= A;
		else 
			w <= W;
	end
	assign y[2] = w[2] & w[1] & w[0];
	assign y[1] = (~w[2] & ~w[1] & ~w[0]) | (w[2] & w[0]);
	assign y[0] = (w[1] & w[0]) | (w[2] & w[0]);
	assign set = w[2] & w[0];
endmodule
module compare(num1, num2, result);
	input [3:0] num1, num2;
	output reg result;
	always @(num1, num2)
	begin 
		result = 0;
		if (num1 == num2) result = 1;
	end
endmodule
module display(x, leds);
	input [2:0] x;
	output reg [0:6] leds;
	always @(x) begin
        case (x)  
            3'b000: leds = 7'b0000001;  
            3'b001: leds = 7'b0001000;  
            3'b010: leds = 7'b1111110;  
            3'b011: leds = 7'b1101010;  
            default: leds = 7'b1111110;  
        endcase
    end
endmodule
module input_conditioning(Clock, A, Resetn, A_pulse);
	input Clock, A, Resetn;
	output A_pulse;
	reg [1:0] y = 2'b00;
	reg [1:0] Y = 2'b00;
	parameter B = 2'b00, C =2'b01, D = 2'b10;
	always @(A, y)
	begin
		case (y)
			B: if (A == 0) Y = B;
				else 		  	Y = C;
			C: if (A == 0) Y = B;
				else 		  	Y = D;
			D: if (A == 0) Y = B ;
				else 		   Y = D;
			default: Y = B;
		endcase
	end
	always @(posedge Clock, negedge Resetn)
	begin
		if (Resetn == 0)
			y <= B;
		else
			y <=Y;
	end
	assign A_pulse = (y == C);
endmodule
module register(D, Clock, Resetn, Q);
  input [3:0] D;
  input Clock, Resetn;
  output reg [3:0] Q;
  always @(posedge Clock or negedge Resetn) begin
    if (Resetn == 0)
      Q <= 4'b0000;  
    else
      Q <= D;
  end
endmodule
```
`./run.sh`:
```
#!/bin/bash
# OpenROAD 26Q1-2900-gdf79404cd8, Yosys 0.63+post, stock flow scripts
make -C /OpenROAD-flow-scripts/flow DESIGN_CONFIG=/design/flow/config.mk WORK_HOME=/design/flow/orfs finish
```
`./config.mk`:
```
export PLATFORM = sky130hd
export DESIGN_NAME = FullLock
export DESIGN_NICKNAME = FullLock
export VERILOG_FILES = /design/flow/design.v
export SDC_FILE = /design/flow/constraint.sdc
export NUM_CORES = 4
export LEC_CHECK = 1
export CORE_AREA = 10 10 89 89
export DIE_AREA = 0 0 99 99
```
`./constraint.sdc`:
```
current_design FullLock

set clk_period 1.7
set clk_io_pct 0.2

create_clock -name clk0 -period $clk_period [get_ports {Clock}]

set non_clock_inputs [all_inputs -no_clocks]
set_input_delay [expr $clk_period * $clk_io_pct] -clock clk0 $non_clock_inputs
set_output_delay [expr $clk_period * $clk_io_pct] -clock clk0 [all_outputs]
```
==> results.yml <==
# implementation run metrics
yosys:
  synthCells: 77
  postSynthAreaPerCell_sq_um: 10.8
  ys_seq_share: 0.453
  ys_cells: 77
  async_flop_share: 1.00
  synth_area_sq_um: 835
  synth.distinct_cells: 28
  edf_count: 0
  synth_warnings: 6
  ys_chip_area_sq_um: 835
  ys.flops: 15
  dominantRegCellSynth: "dfrtp_1"
final_layout:
  drive_above_1_share: 0.382
  fin_area_sq_um: 1160
  logic_area_sq_um: 420
  finalNonFillerCells: 177
  layout_top_cells: "dfrtp_1, buf_4, clkdlybuf4s50_1"
  area_growth_syn_to_layout_pct: 39.4
  n_fill_cell: 638
  seq_area_sq_um: 379
cts:
  path_clk_slew_ns: 0.05
  htreeDepth: 1
  cts_tree: "built"
  cts_inserted_buffers: 3
  clk_latency_ns: 0.24
  cts_buffer_depth: 2
  clockRootBuffer: "clkbuf_8"
die:
  initCoreUtil: 0.139
  ioPinCount: 15
  num_rows: 28
  die_height_um: 99
  core-area_sq_um: 5990
  dieArea_sq_um: 9800
  die_w_um: 99
timing:
  report.final.slew_viol_count: 0
  worstMarginPinSlew_ns: 0.531
  skew_ns: 0.00480
  rsz0062_at_grt: "yes"
  setup_slack_ns: 0.0375
  post-route-min-period_ns: 1.66
  fin_crit_sh: 0.978
  timing.final.hold_violations: 0
  unclocked_pins: 4
  slew_headroom: 0.645
  untimed_endpoints: 4
  max_freq_mhz: 602
  finalSetupViolCount: 0
grt:
  gr-total-overflow: 0
  grt_pass1_vias: 595
  grt_max_degree: 13
  grtUsageTotal: 0.0337
  antenna_found_initial: 0
  grt_pass1_wl_um: 2810
critical_path:
  cp_slowest_cell: "dfrtp_2"
  worstReg2RegEnd: "lock.w[0]"
  cp_num_buf_inv: 2
  path_delay_family: "flip-flops"
  cp.depth: 5
  rr_worst_depth: 5
  worstSetupEndpointType: "primary output"
  reg2reg_from: "lock.w[2]"
  start_kind: "flip-flop"
  crit_path_max_incr_delay_ns: 0.42
  path_max_fanout: 4
  regToRegSetupSlack_ns: 0.05
  cp.required_ns: 1.36
  critPathKind: "reg2out"
  crit_chain: "ha_2, mux2i_2, buf_4, nand2b_4, buf_2"
  arrival_ns: 1.32
power_and_ir_drop:
  sw_frac_of_total: 0.343
  power.share.clock: 0.201
  internal_power_uw: 867
  combPwrFrac: 0.526
  pwr-share-seq: 0.273
  ir_drop_mv: 0.503
  power_mw: 1.32
  p_leak_nw: 0.513
  p_sw_uw: 452
  power.density_nw_per_um2: 1130
min_path:
  min_path_type: "in2async"
routing:
  dr.first_iter.drc_count: 58
  dr.pass1.iters: 5
  vias: 602
  n_antenna_cell: 0
  routedWlPerCell_um: 9.22
  drcViolationCount: 0
  wl_um: 1630
  antenna_left: 0
  viasPerCell: 3.40
job:
  maxCapViolations: 0
  warnings: 32
outcome:
  outcome: "finished clean"
placed_design:
  dp.cells: 171
  port_buffers: 14
  dpl.hpwl_um: 1330
  dp_slack_ns: -0.0776
  gp_congestion: 0.871
  place_area_sq_um: 1110
worst max path at each step:
stage	to	from
final	disp[5]	lock.w[2]
after global routing	disp[5]	lock.w[1]
after CTS	disp[3]	lock.w[2]
routing by layer:
| metal | global-route usage | vias to the layer above | wire length (um) |
|---|---|---|---|
| met2 | 0.0481 | 13 | 665 |
| met1 | 0.0487 | 282 | 871 |
| li1 | - | 305 | - |
| met5 | 0 | - | 0 |
| met3 | 0.0134 | 2 | 90 |
| met4 | 0.00221 | 0 | 6 |
sequential cells by signal, indices dropped and copies added (netlist names):
signal and cells:
actual_combo.Y 4, c.y 2, e.y 2, input_combo.Q 4, lock.w 3
worst register-to-register path, cell delays in order, from the launching register on:
cell	delay [ns]
dfrtp_2	0.42
buf_4	0.17
and4bb_2	0.23
a21oi_1	0.11
a21boi_1	0.08
or4_1	0.52
synthesized netlist by cell type (2+ instances only):
cell type  number  area, sq um
a21oi_1         3         15.0
and2_1          3         18.8
buf_4           3         22.5
buf_6           2         22.5
dfrtp_1        13          325
dfstp_2         2         52.6
ha_1            8          100
inv_1           8         30.0
nand2_1         3         11.3
nor2_1          4         15.0
nor2b_1         2         12.5
nor3b_1         3         22.5
o21ai_0         4         20.0
or2b_2          2         17.5
xor2_1          4         35.0
area by class of cell:
type                    instances  share of cell area
well taps                      75              0.0806
clock buffers                   4              0.0387
inverters                       8              0.0258
multi-input cells              49               0.361
repair buffers                 26               0.168
flip-flops and latches         15               0.326
cells by family (layout without fill, tap and decap cells):
group,count (synthesis),count (layout),share of synthesized area
flops,15,15,0.453
mux,1,1,0.0120
compound gates,12,12,0.0885
simple gates,24,24,0.195
fa+ha+maj,8,8,0.120
buf+inv,13,38,0.0900
xor+xnor,4,4,0.0420
metrics by stage:
stage	TNS (ns)	hold slack (ns)	util
after global routing	-0.168	0.489	0.194
after global placement	-0.177	0.535	0.186
after floorplan	0	0.0444	-
final	0	0.450	0.194
after CTS	-0.0539	0.468	0.190
after detailed placement	-0.361	0.549	0.186
repair_timing:
| action | in CTS | in global routing |
|---|---|---|
| buffers inserted | 0 | 2 |
| gates resized | 24 | 7 |
| hold buffers | 0 | 0 |
| gates cloned | 0 | 0 |
| pin swaps | 2 | 1 |
| setup endpoints to repair | 8 | 8 |
power groups by stage:
| stage | logic (mW) | clock network, mW | registers, mW |
|---|---|---|---|
| final | 0.694 | 0.265 | 0.360 |
| after CTS | 0.656 | 0.271 | 0.364 |
| after global routing | 0.788 | 0.287 | 0.369 |
Power and IR drop assume default switching activity.
