$ cat run.sh
#!/bin/bash
# OpenROAD 26Q1-2900-gdf79404cd8, Yosys 0.63+post, stock flow scripts
make -C /OpenROAD-flow-scripts/flow DESIGN_CONFIG=/design/flow/config.mk WORK_HOME=/design/flow/orfs finish
$ cat config.mk
export PLATFORM = sky130hd
export DESIGN_NAME = alu3
export DESIGN_NICKNAME = alu3
export VERILOG_FILES = /design/flow/design.v
export SDC_FILE = /design/flow/constraint.sdc
export NUM_CORES = 4
export LEC_CHECK = 1
export CORE_AREA = 10 10 70 70
export DIE_AREA = 0 0 80 80
$ cat constraint.sdc
current_design alu3

set clk_period 2.4
set clk_io_pct 0.2

create_clock -name clk0 -period $clk_period [get_ports {Clock}]

set non_clock_inputs [all_inputs -no_clocks]
set_input_delay [expr $clk_period * $clk_io_pct] -clock clk0 $non_clock_inputs
set_output_delay [expr $clk_period * $clk_io_pct] -clock clk0 [all_outputs]
$ cat design.v
module adder3(num_1, num_2, sum, carryOut);
	input [2:0] num_1;
	input [2:0] num_2;
	output [3:0] sum;
	output carryOut;
	wire c1, c2;
	fulladd stage0 (.num_1(num_1[0]), .num_2(num_2[0]), .Cin(1'b0), .s(sum[0]), .Cout(c1));
	fulladd stage1 (.num_1(num_1[1]), .num_2(num_2[1]), .Cin(c1), .s(sum[1]), .Cout(c2));
	fulladd stage2	(.num_1(num_1[2]), .num_2(num_2[2]), .Cin(c2), .s(sum[2]), .Cout(carryOut));
endmodule	
module fulladd (num_1, num_2, Cin, s, Cout);
	input Cin, num_1, num_2;
	output s, Cout;
	assign s = num_1 ^ num_2 ^ Cin;
	assign Cout = (num_1 & num_2) | (num_1 & Cin) | (num_2 & Cin);
endmodule
module alu3 (num_1, Reset, Clock, leds);
	input [2:0] num_1;
	input Clock, Reset;
	output wire [1:7] leds;
	wire [2:0] A;
	wire [2:0] B;
	wire [2:0] C;
	wire carryout;
	wire [3:0] disp;
	assign disp = {carryout, C};
	clear_register reg_1 (.D(num_1), .Clock(Clock), .Resetn(Reset), .Q(A));
	adder3 adder (.num_1(A), .num_2(B), .sum(C), .carryOut(carryout));
	clear_register reg_2 (.D(C), .Clock(Clock), .Resetn(Reset), .Q(B));
	hex7seg display (.bcd(disp), .leds(leds));
endmodule
module clear_register (D, Clock, Resetn, Q);
  input [2:0] D;
  input Clock, Resetn;
  output reg [2:0] Q;
  always @(posedge Clock or negedge Resetn) begin
    if (Resetn == 0)
      Q <= 3'b000;  
    else
      Q <= D;
  end
endmodule
module hex7seg(bcd, leds);
	input [3:0] bcd;
	output reg [1:7] leds;
	always @(bcd)
		case (bcd)  
			0: leds = 7'b0000001;
			1: leds = 7'b1001111;
			2: leds = 7'b0010010;
			3: leds = 7'b0000110;
			4: leds = 7'b1001100;
			5: leds = 7'b0100100;
			6: leds = 7'b0100000;
			7: leds = 7'b0001111;
			8: leds = 7'b0000000;
			9: leds = 7'b0000100;
			10: leds = 7'b0001000;
			11: leds = 7'b1100000;
			12: leds = 7'b0110001;
			13: leds = 7'b1000010;
			14: leds = 7'b0110000;
			15: leds = 7'b0111000;
			default: leds = 7'bx;
		endcase
endmodule
==> impl_metrics.json <==
{
  "antenna_left": 0,
  "antenna_cells": 0,
  "critPathArrivalTime_ns": 2.30,
  "ctsHoldBuffers": 0,
  "worst-path-buf-inv": 2,
  "row_count": 21,
  "syn_inst": 42,
  "final_util_pct": 24.0,
  "grt_pass1_wl_um": 1890,
  "dp_hpwl_um": 892,
  "cts_buffer_depth": 2,
  "synth_seq_share_pct": 31.3,
  "post-route-min-period_ns": 2.78,
  "finalClockSkew_ns": 0.00138,
  "track_usage_pct": 3.57,
  "path_class": "reg2out",
  "tightestPinTransition_ns": 0.266,
  "hold_viol_final": 0,
  "design_area_sq_um": 821,
  "cp_cell_sequence": "ha_2 > inv_2 > fa_2 > fa_2 > mux4_2 > buf_2",
  "ys_sh_xor_pct": 0,
  "finalNonFillerCells": 118,
  "violations": "setup timing",
  "cpPeakStageDelay_ns": 0.58,
  "yosysTopAreaCell": "dfrtp_1",
  "setup_viol": 7,
  "synth-edff-count": 0,
  "cpMostUsedCell": "fa_2",
  "crit_slowest_cell": "fa_2",
  "top_cells_by_area": "dfrtp_1, ha_1, mux2i_1, fa_1, inv_1",
  "hp-class": "in2async",
  "warnings": 32,
  "maxCapViolCount": 0,
  "numPortBuffers": 11,
  "initCoreUtil_pct": 14.0,
  "fa_ha_area_share_pct": 26.6,
  "die_y_um": 80,
  "cts_buffers": 3,
  "detailed_place.area_sq_um": 718,
  "synth_async_sr_flop_share_pct": 100,
  "ys_warn_count": 3,
  "place_congestion": 0.790,
  "yosys.area.top_type_share_pct": 31.3,
  "ys_sh_aoi_pct": 6.79,
  "post-place-cells": 109,
  "cp.required_ns": 1.92,
  "relSlewSlack_pct": 82.2,
  "sw_frac_of_total_pct": 35.8,
  "yosysMostFrequentCell": "inv_1",
  "mappedNetlistArea_sq_um": 479,
  "yosysCellCount": 42,
  "drive_gt1_share_pct": 58.3,
  "pwr-share-clk_pct": 5.9,
  "core_sq_um": 3420,
  "cp_top_family": "adder cells",
  "total_power_w": 0.00152,
  "whs_ns": 0.479,
  "dieArea_sq_um": 6400,
  "grt_setup_unrepaired": "yes",
  "drtIter0Drc": 19,
  "synth_area_per_cell_sq_um": 11.4,
  "cts_root_buffer": "clkbuf_4",
  "wire_per_inst_um": 9.97,
  "cts_tree": "yes",
  "synthFlopType": "dfrtp_1",
  "power.internal_w": 0.000973,
  "slew_violations": 0,
  "cp_max_fo": 3,
  "top_cells_by_count": "inv_1, ha_1, dfrtp_1, mux2i_1",
  "timing.fmax_ghz": 0.360,
  "ys_ff": 6,
  "cp-end-kind": "primary output",
  "post_drt_via_cell_ratio": 3.42,
  "critPathLaunchType": "register",
  "ys_sh_mux_pct": 19.6,
  "p_comb_share_pct": 85.0,
  "yosysUniqueCellTypes": 16,
  "grt_max_degree": 7,
  "leakagePower_nw": 0.399,
  "peakVddDrop_v": 0.000551,
  "fp.dieW_um": 80,
  "logic_family": "adder cells",
  "powerDensity_nw_per_um2": 1850,
  "status": "finished with violations",
  "ys_chip_area_sq_um": 479,
  "grt_pass1_vias": 434,
  "path_clk_slew_ns": 0.04,
  "vias": 404,
  "gr-total-overflow": 0,
  "insertion_delay_ns": 0.24,
  "seq_power_share_pct": 9.1,
  "syn_to_final_growth_pct": 71.3,
  "timing.final.crit_share_pct": 116,
  "antenna_found_initial": 0,
  "htree_levels": 1,
  "firstDrtPassIters": 2,
  "clock-sinks": 6,
  "ys_sh_simple_pct": 5.48,
  "top_level_ports": 12,
  "fin_ws_ns": -0.375,
  "routed_wl_um": 1180,
  "p_switching_w": 0.000543,
  "drc_errors": 0
}
## worst register-to-register path, delay by kind of cell (launching register included)
kind	cells	cell delay (ns)
adders and majority gates	3	1.08
DFF	1	0.33
buffers and inverters	6	0.53
## path summary, 6_finish.rpt
| kind | startpoint | end | slack [ns] | cells after the start |
|---|---|---|---|---|
| worst max register to register | reg_1.Q[0] | reg_2.Q[2] | 0.38 | 9 |
| worst max-delay path | reg_1.Q[0] | leds[4] | -0.38 | 6 |
| worst min register to register | reg_2.Q[0] | reg_2.Q[0] | 0.64 | 2 |
| min in group clk0 | reg_2.Q[0] | reg_2.Q[0] | 0.64 | 2 |
| worst min-delay path | Reset | reg_1.Q[1] | 0.48 | 1 |
| max in group asynchronous | Reset | reg_2.Q[2] | 1.71 | 1 |
## registers in the layout, summed over array words and instances, names as in the netlist
name,cells
reg_2.Q,3
reg_1.Q,3
## placed cells by master, fill, tap and decap left out
cell type | synthesis | layout
buf_4 | 1 | 13
mux2i_1 | 6 | 6
buf_2 | 0 | 6
dfrtp_1 | 6 | 6
inv_1 | 8 | 5
ha_1 | 7 | 5
buf_6 | 1 | 5
clkdlybuf4s50_1 | 0 | 4
clkbuf_4 | 0 | 3
inv_4 | 0 | 2
o21ai_1 | 0 | 2
fa_2 | 0 | 2
mux4_2 | 1 | 1
or2b_4 | 0 | 1
o22ai_2 | 0 | 1
nand3b_1 | 1 | 1
nand3_2 | 0 | 1
nand3_1 | 2 | 1
o31ai_2 | 0 | 1
mux2_2 | 1 | 1
o32ai_2 | 0 | 1
inv_2 | 0 | 1
ha_4 | 0 | 1
ha_2 | 0 | 1
clkbuf_2 | 0 | 1
## timing repair
action,CTS,global route
setup endpoints to repair,7,7
pin swaps,4,4
gates resized,30,13
setup buffers,4,4
gates cloned,0,0
## metrics by stage
| step | setup WS (ns) | setup TNS (ns) |
|---|---|---|
| 6_report | -0.375 | -2.00 |
| 5_1_grt | -0.478 | -2.77 |
| 4_1_cts | -0.439 | -2.56 |
| 3_5_place_dp | -0.535 | -2.94 |
| 3_3_place_gp | -0.509 | -2.82 |
| 2_1_floorplan | 0.00358 | 0 |
## cell type report
cell class	instances	area, sq um
flip-flops and latches	6	150
fillers	378	2590
inverters	8	35.0
well taps	46	57.6
repair buffers	29	229
clock buffers	3	22.5
multi-input cells	26	327
## power by group through the flow
stage / Combinational, W / Clock, W / Sequential [W]
CTS: 0.00115 / 0.0000957 / 0.000139
finish: 0.00129 / 0.0000894 / 0.000138
global route: 0.00142 / 0.000102 / 0.000142
## per-layer routing
metal	GRT usage, %	part of all wire (%)	vias up
met4	1.23	1.8	0
met5	0	0	-
met1	4.76	47	195
met3	0.909	3.5	2
li1	-	-	201
met2	5.46	48	6
## cell families after synthesis
family	Yosys count
compound gates	5
fa+ha+maj	9
buf+inv	10
flops	6
mux	8
simple gates	4
No activity file was given, so power comes from the tool's default toggle rates.
